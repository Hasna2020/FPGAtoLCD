$ cat design/flow/constraint.sdc
current_design display

set clk_period 4.9
set clk_io_pct 0.2

create_clock -name clk0 -period $clk_period [get_ports {clk}]

set non_clock_inputs [all_inputs -no_clocks]
set_input_delay [expr $clk_period * $clk_io_pct] -clock clk0 $non_clock_inputs
set_output_delay [expr $clk_period * $clk_io_pct] -clock clk0 [all_outputs]
$ cat design/flow/design.v
module display(
	input clk,
	input rst_n,
	input button_1,
	input [19:0]temp,
	input sign,
	input st,
	output [7:0]led,
	output RS,
	output RW,
	output E,
	output db_4,
	output db_5,
	output db_6,
	output db_7
   );
parameter init = 2'b10;
parameter refresh = 2'b01;
parameter done = 2'b00;
reg [1:0] state = init;
reg [26:0] count;
reg [5:0] code = 6'b0100000000;	 
reg [19:0] temp_change;
wire [19:0] temp_inv = (~temp_change + 1) + temp;
always @( posedge clk )
	begin
		if ( ~button_1 )  begin
			count <= 0;
		end else begin
			count <= count +1;
		end
	end
always @( posedge clk )
	begin
		if (temp_inv != 20'b0) begin
			state <= init;
		end
		temp_change <= temp;
		if ( ~button_1 )  begin
			code <= 6'b010000;
			state <= init;
		end else if ( state == init ) begin
			case (count[23:17])
				2: code <= 6'b000000;
				4: code <= 6'b000001;		 
				6: code <= 6'b000000;
				8: code <= 6'b001100;		 
				10: code <= 6'b000000;
				12: code <= 6'b000010;		 
				14: code <= 6'b000000;
				16: code <= 6'b000110;		 
				22: state <= refresh;
				default: code <= 6'b010000;
			endcase;			
		end else if ( state == refresh ) begin
			case (count[23:17])
				25: code <= 6'b001000;
				26: code <= 6'b000001;		 
				28: code <= 6'b100010;
				30: if ( sign == 1 ) begin  
						code <= 6'b101101;
					 end else begin
						code <= 6'b100000;
					 end
				32: code <= 6'b001000;
				34: code <= 6'b000010;		 
				36: if (temp[19:16] == 4'b0) begin
						code <= 6'b100010;
					 end else begin
						code <= 6'b100011;
					 end
				38: if (temp[19:16] == 4'b0) begin
						code <= 6'b100000;
					 end else begin
						code <= {6'b10, temp[19:16]};
					 end
				40: if ((temp[19:16] == 4'b0) && (temp[15:12] == 4'b0)) begin
						code <= 6'b100010;
					 end else begin
						code <= 6'b100011;
					 end
				42: if ((temp[19:16] == 4'b0) && (temp[15:12] == 4'b0)) begin
						code <= 6'b100000;
					 end else begin
						code <= {6'b10, temp[15:12]};
					 end
				44: code <= 6'b100011;
				46: code <= {6'b10, temp[11:8]};
				48: code <= 6'b100010;
				50: code <= 6'b101110;
				52: code <= 6'b100011;
				54: code <= {6'b10, temp[7:4]};
				56: if (temp[3:0] == 4'b0) begin
						code <= 6'b100010;
					 end else begin
						code <= 6'b100011;
					 end				
				58: if (temp[3:0] == 4'b0) begin
						code <= 6'b100000;
					 end else begin
						code <= {6'b10, temp[3:0]};
					 end				
				60: code <= 6'b101101;
				62: code <= 6'b101111;		 
				64: code <= 6'b100100;
				66: code <= 6'b100011;		 
				68: code <= 6'b001010;
				70: code <= 6'b001111;		 
				72: code <= 6'b100010;
				74: code <= 6'b101000;		 
				76: code <= 6'b100100;
				78: code <= 6'b100101;		 
				80: code <= 6'b100100;
				82: code <= 6'b101100;		 
				84: code <= 6'b100100;
				86: code <= 6'b101001;		 
				88: code <= 6'b100101;
				90: code <= 6'b100100;		 
				92: code <= 6'b100100;
				94: code <= 6'b100101;		 
				96: code <= 6'b100010;
				98: code <= 6'b101001;		 
				100: code <= 6'b010000;		 
				102: state <= done;
				default: code <= 6'b010000;
			endcase;
		end
	end
assign E = (count[16] ^ count[15]);
assign RS = code[5];
assign RW = code[4];
assign db_4 = code[0];
assign db_5 = code[1];
assign db_6 = code[2];
assign db_7 = code[3];
assign led[6:0] = {E, RS, RW, code};
endmodule
$ cat design/flow/run.sh
#!/bin/bash
# OpenROAD 26Q1-2900-gdf79404cd8, Yosys 0.63+post, stock flow scripts
make -C /OpenROAD-flow-scripts/flow DESIGN_CONFIG=/design/flow/config.mk WORK_HOME=/design/flow/orfs finish
$ cat design/flow/config.mk
export PLATFORM = sky130hd
export DESIGN_NAME = display
export DESIGN_NICKNAME = display
export VERILOG_FILES = /design/flow/design.v
export SDC_FILE = /design/flow/constraint.sdc
export NUM_CORES = 4
export LEC_CHECK = 1
export CORE_UTILIZATION = 30
==> run summary <==
Worst Reg2Reg Path Length in Cells: 9
routability cong.: 0.9259
Synth Instances: 476
initial antenna violation count: 0
Adder Share, Synth: 0.07646
most frequent cells in the layout: 52 x dfxtp_1, 36 x clkdlybuf4s50_1, 34 x nand2_1
chip area: 0.01300 mm2
initial detailed-routing violation count: 213
Crit path required time: 5.08 ns
antenna diode count: 0
DR pass1 iterations: 5
minimum clock period: 3.825 ns
Clk pin slew, worst setup/hold paths: 0.07 ns
RSZ-0062 raised after global routing: no
number of port buffers: 36
core box area: 0.01211 mm2
Routed Antenna Nets: 0
register share after synthesis: 0.2766
routed length per instance: 13.75 um
Hold Path Class: reg -> reg
LEAKAGE: 1.686 nW
Hold-fix buffers, CTS: 0
most frequent logic cell in the layout: dfxtp_1
DRC viols: 0
Sequential Area: 0.001041 mm2
mux share: 0.01729
Post-synth EDFFs: 0
clock buffer depth: 2
Fill cells: 1235
yosys synthesis warning count: 3
aoi share: 0.2297
post-DP HPWL: 6721 um
number of global-route vias before repair: 3070
cell count listed in synth_stat.txt: 476
Post CTS Setup Buffer Count: 0
CTS buffer count: 5
Root Buffer: clkbuf_16
GRT Overall Usage: 0.1437
Netlist cell types: 67
Die H: 114.0 um
total grt overflow: 0
yosys stat area: 0.003764 mm2
MaxCap Viol Count: 0
Sink Count: 52
Worst slew margin: 0.4757
ys flop type: dfxtp_1
status: finished, final reports clean
sequential power share: 0.433
DR vias: 3400
Skew-Pair Late Insertion Delay: 0.29 ns
mean post-synth cell area: 7.907 um2
Pre-Place Util: 0.3107
global-route wire length before repair: 15050 um
H-tree depth: 2
Final Max Slew Viols: 0
Crit Path Max Fanout: 5
Simple-Gate Fraction of Synth Area: 0.2623
OpenROAD warning count: 28
worst endpoint data arrival time: 4.00 ns
Mapped Area: 0.003764 mm2
clk_skew: 0.004653 ns
switching fraction of total power: 0.2456
CTS tree: yes
share of layout cells above drive strength 1: 0.06478
Worst Tran Pin Value: 0.7864 ns
Logic family by area: simple AND/OR/NAND/NOR gates
period utilization: 0.7805
# setup viols final: 0
DIE WIDTH: 114.0 um
FP Rows: 40
Hold Vio Cnt, Final: 0
Hold Path Stages: 1
Max IR drop VDD: 0.1338 mV
combinational power share: 0.156
Int Power: 0.0007622 W
final hold slack: 0.4739 ns
Logic cell area: 0.002471 mm2
largest net degree at the start of global routing: 35
CTS resizes: 0
CP Class: in -> reg
fmax: 0.2615 GHz
Synth flops: 52
XOR Share, Synth: 0.06981
synth-to-layout area growth: 16.69%
Cell Pwr Density: 230.1 mW/mm2
Sw Pwr: 0.0002482 W
clock network power share: 0.411
drt total wl: 9100 um
setup_tns: 0 ns
CP endpoint kind: flip-flop
I/O pin total: 40
startpoint types: primary input
Via density: 5.136
Core Util, Final: 0.3626
post-synthesis async set-or-reset flop share: 0
[logic make-up (layout without fill, tap and decap cells)]
logic type,Yosys count,after routing
compound gates,125,125
fa+ha+maj,23,23
other cells,1,1
xor+xnor,30,30
flops,52,52
buf+inv,57,75
simple gates,182,182
mux,6,6
[layer usage]
metal  vias up  wire length [um]  global-route usage
li1       1737                 -                   -
met1      1568              4346              0.2095
met2        84              4140              0.2384
met3        11               451             0.01354
met4         0               161             0.02078
met5         -                 0                   0
[worst max-delay path: stages]
cell and delay, ns:
clkdlybuf4s50_1 0.49, ha_1 0.43, a21oi_1 0.11, o21ai_0 0.39, o21ai_0 0.26, a2111o_1 0.44
a2111oi_2 0.31, o2111ai_1 0.19, o41a_1 0.39
[synthesized netlist by cell type, types with 3 or more instances]
library cell  number  share of area
a211oi_1           6          0.012
a21o_1             3         0.0060
a21oi_1           24          0.032
a22oi_1            3         0.0060
a31oi_1           12          0.020
a32oi_1            3         0.0070
and2_1            23          0.038
and4_1             3         0.0070
buf_1              5         0.0050
buf_4              8          0.016
clkbuf_1          16          0.016
dfxtp_1           52           0.28
ha_1              23          0.076
inv_1             27          0.027
mux2_2             4          0.012
nand2_1           34          0.034
nand2b_1          10          0.017
nand3_1           17          0.023
nand4_1           11          0.018
nor2_1            31          0.031
nor2b_1           12          0.020
nor3_1            11          0.015
nor3b_1            3         0.0060
nor4_1             3         0.0050
o2111ai_1          3         0.0070
o211ai_1           3         0.0060
o21a_1             4         0.0080
o21ai_0           30          0.040
o22ai_1            3         0.0050
or2_2              5         0.0083
or3_1              5         0.0083
xnor2_1           15          0.035
xor2_1            15          0.035
[path summary, 6_finish.rpt]
check | from | end | slack (ns)
max | temp[3] | state[1] | 1.08
min | count[0] | count[0] | 0.47
max reg2reg | temp_change[3] | state[1] | 1.98
min reg2reg | count[0] | count[0] | 0.47
[power by group through the flow]
stage | clock [W] | sequential [W] | combinational [W]
4_1_cts | 0.000428 | 0.000437 | 0.000158
5_1_grt | 0.000442 | 0.000438 | 0.000176
6_report | 0.000415 | 0.000437 | 0.000158
[through the flow]
step | cell area, um2 | cells | setup slack (ns) | power (W)
6_report | 4392 | 662 | 1.076 | 0.001010
4_1_cts | 4392 | 662 | 1.061 | 0.001023
2_1_floorplan | 3764 | 476 | 1.530 | 0.0005555
3_5_place_dp | 4214 | 654 | 0.7546 | 0.0006035
3_3_place_gp | 4214 | 654 | 0.7656 | 0.0006013
5_1_grt | 4392 | 662 | 0.8854 | 0.001057
[registers in the layout, summed over array words and instances (netlist names)]
signal and count:
count 24, code 6, state 2, temp_change 20
[final cells by class]
| class | instances | area share |
|---|---|---|
| Inverter | 27 | 0.02308 |
| Timing Repair Buffer | 40 | 0.08889 |
| Multi-Input combinational cell | 367 | 0.5627 |
| Clock buffer | 6 | 0.03162 |
| Tap cell | 168 | 0.04786 |
| Sequential cell | 52 | 0.2370 |
| Clock inverter | 2 | 0.008832 |
No activity file was given, so power comes from the tool's default toggle rates.
